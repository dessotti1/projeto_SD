### flow/run.sh
#!/bin/bash
# OpenROAD 26Q1-2900-gdf79404cd8, Yosys 0.63+post, stock flow scripts
make -C /OpenROAD-flow-scripts/flow DESIGN_CONFIG=/design/flow/config.mk WORK_HOME=/design/flow/orfs finish
### flow/design.v
module contador4b(clk, reset, q, qe, qee, qs, qes, qees, a1, b1, c1, d1, e1, f1, g1, a2, b2, c2, d2, e2, f2, g2, a3, b3, c3, d3, e3, f3, g3);
  input clk;
  input reset;
  output reg[3:0] q;
  output reg[3:0] qe;
  output reg[3:0] qee;
  output reg[3:0] qs;
  output reg[3:0] qes;
  output reg[3:0] qees;
  output a1, b1, c1, d1, e1, f1, g1;
  output a2, b2, c2, d2, e2, f2, g2;
  output a3, b3, c3, d3, e3, f3, g3;
  initial begin
    q = 4'b0000;
    qe = 4'b0000;
    qee = 4'b0000;
  end
  always @(posedge clk) begin
    if (reset) begin
      	q = 4'b0000;
    	qe = 4'b0000;
    	qee = 4'b0000;
    end
      q = q + 4'b0001;
      if (q == 4'b1010) begin
        q = 4'b0000;
        qe = qe + 4'b0001;
      end
      if (qe == 4'b1010) begin
        qe = 4'b0000;
        qee = qee + 4'b0001;
      end
      if (qee == 4'b1010) begin
        qee = 4'b0000;
      end   
  end
  always @(posedge clk) begin
    qs <= q;
    qes <= qe;
    qees <= qee;
  end
  assign {a1, b1, c1, d1, e1, f1, g1} = ( qs == 4'b0000 ) ? 7'b1111110 :  
                                        ( qs == 4'b0001 ) ? 7'b0110000 :  
                                        ( qs == 4'b0010 ) ? 7'b1101101 :  
                                        ( qs == 4'b0011 ) ? 7'b1111001 :  
                                        ( qs == 4'b0100 ) ? 7'b0110011 :  
                                        ( qs == 4'b0101 ) ? 7'b1011011 :  
                                        ( qs == 4'b0110 ) ? 7'b1011111 :  
                                        ( qs == 4'b0111 ) ? 7'b1110000 :  
                                        ( qs == 4'b1000 ) ? 7'b1111111 :  
                                        ( qs == 4'b1001 ) ? 7'b1111011 :  
													7'b1001111 ;  
    assign {a2, b2, c2, d2, e2, f2, g2} = ( qes == 4'b0000 ) ? 7'b1111110 : 
                                          ( qes == 4'b0001 ) ? 7'b0110000 : 
                                          ( qes == 4'b0010 ) ? 7'b1101101 : 
                                          ( qes == 4'b0011 ) ? 7'b1111001 : 
                                          ( qes == 4'b0100 ) ? 7'b0110011 : 
                                          ( qes == 4'b0101 ) ? 7'b1011011 : 
                                          ( qes == 4'b0110 ) ? 7'b1011111 : 
                                          ( qes == 4'b0111 ) ? 7'b1110000 : 
                                          ( qes == 4'b1000 ) ? 7'b1111111 : 
                                          ( qes == 4'b1001 ) ? 7'b1111011 : 
													7'b1001111 ; 
    assign {a3, b3, c3, d3, e3, f3, g3} = ( qees == 4'b0000 ) ? 7'b1111110 : 
                                          ( qees == 4'b0001 ) ? 7'b0110000 : 
                                          ( qees == 4'b0010 ) ? 7'b1101101 : 
                                          ( qees == 4'b0011 ) ? 7'b1111001 : 
                                          ( qees == 4'b0100 ) ? 7'b0110011 : 
                                          ( qees == 4'b0101 ) ? 7'b1011011 : 
                                          ( qees == 4'b0110 ) ? 7'b1011111 : 
                                          ( qees == 4'b0111 ) ? 7'b1110000 : 
                                          ( qees == 4'b1000 ) ? 7'b1111111 : 
                                          ( qees == 4'b1001 ) ? 7'b1111011 : 
													7'b1001111 ; 
endmodule
### flow/config.mk
export PLATFORM = sky130hd
export DESIGN_NAME = contador4b
export DESIGN_NICKNAME = contador4b
export VERILOG_FILES = /design/flow/design.v
export SDC_FILE = /design/flow/constraint.sdc
export NUM_CORES = 4
export LEC_CHECK = 1
export CORE_AREA = 10 10 89 89
export DIE_AREA = 0 0 99 99
### flow/constraint.sdc
current_design contador4b

set clk_period 3.2
set clk_io_pct 0.2

create_clock -name clk0 -period $clk_period [get_ports {clk}]

set non_clock_inputs [all_inputs -no_clocks]
set_input_delay [expr $clk_period * $clk_io_pct] -clock clk0 $non_clock_inputs
set_output_delay [expr $clk_period * $clk_io_pct] -clock clk0 [all_outputs]
==> impl_metrics.env <==
# physical design summary
export IMPL_async_reset_ff_share_pct=0
export IMPL_setup_tns_final_ps=0
export IMPL_syn_area_um2=1360
export IMPL_n_antenna_cell=0
export IMPL_postCtsSetupRepairBufs=0
export IMPL_gp_congestion=0.832
export IMPL_worst_slew_pin_slew_ps=366
export IMPL_coreArea_um2=5990
export IMPL_rsz0062_at_grt="false"
export IMPL_final_hold_viol_count=0
export IMPL_first_pass_iters=4
export IMPL_warnings=25
export IMPL_critPathMaxFanout=8
export IMPL_ys_flop_type="dfxtp_1"
export IMPL_r2r_start="q[0]"
export IMPL_critPathLaunch="reset"
export IMPL_cts_resized_gates=0
export IMPL_vias=1200
export IMPL_r2r_end="qee[3]"
export IMPL_reg2reg_depth=8
export IMPL_edf_count=0
export IMPL_die_y_um=99
export IMPL_grt_max_degree=15
export IMPL_whs_endpoint="qees[0]"
export IMPL_startpoint_type="input port"
export IMPL_max_freq_mhz=378
export IMPL_drt_total_wl_um=3180
export IMPL_min_delay_start="qee[0]"
export IMPL_drive_gt1_share_pct=6.86
export IMPL_crit_arrival_ps=2800
export IMPL_grt_pass1_vias=1076
export IMPL_ff2ff_setup_slack_ps=1150
export IMPL_hold_depth=0
export IMPL_min_period_ps=2650
export IMPL_cts_root_buffer="clkbuf_8"
export IMPL_hold_buffers=0
export IMPL_vdd_ir_drop_worst_uv=137
export IMPL_crit_required_ps=3350
export IMPL_ys_seq_share_pct=35.2
export IMPL_path_class="input port to flip-flop"
export IMPL_skew_ps=3.28
export IMPL_clockBufferDepth=2
export IMPL_outcome="completed"
export IMPL_synth_cells=160
export IMPL_critPathCaptureType="flip-flop"
export IMPL_core_util_floorplan_pct=22.8
export IMPL_yosysWarningCount=1
export IMPL_routedWlPerCell_um=11.4
export IMPL_area_growth_pct=44.4
export IMPL_drv_slew=0
export IMPL_port_buffers=46
export IMPL_grt_usage_pct=6.10
export IMPL_grt_pass1_wl_um=5180
export IMPL_fin_util_pct=32.9
export IMPL_dpl_hpwl_um=2520
export IMPL_drc_errors=0
export IMPL_overflow=0
export IMPL_clk_pin_slew_ps=80
export IMPL_power_density_nw_per_um2=350
export IMPL_hold_path_class="flip-flop to flip-flop"
export IMPL_cts_tree="done"
export IMPL_fin_crit_sh_pct=82.7
export IMPL_rows=28
export IMPL_maxSlewHeadroom_pct=75.6
export IMPL_insertion_delay_ps=260
export IMPL_avgSynthCellArea_um2=8.52
export IMPL_fp_dieArea_um2=9800
export IMPL_htreeDepth=1
export IMPL_ant_nets=0
export IMPL_antenna_found_initial=0
export IMPL_yosys_register_bits=24
export IMPL_vias_per_cell=4.30
export IMPL_cts_buffers=3
export IMPL_total_power_mw=0.690
export IMPL_pin_count=47
export IMPL_ys_cells=160
export IMPL_max_cap_violations=0
export IMPL_die_w_um=99
export IMPL_ys_types=37
export IMPL_setup_viol=0
export IMPL_leakagePower_nw=0.762
export IMPL_drtIter0Drc=55
export IMPL_ys_area_um2=1360
export IMPL_numClockSinks=24
[worst max path at each step]
stage	to	slack (ps)	cells after the start
finish	qee[3]	550	9
global route	qee[3]	450	9
CTS	qee[3]	550	9
[placed cells by master (no fill, tap or decap), types with 6 or more instances in the layout]
cell type,Yosys,routed
xnor2_1,6,6
nand2_1,19,19
xor2_1,6,6
dfxtp_1,24,24
o21ai_0,13,13
nor2b_1,9,9
nor2_1,9,9
nand2b_1,9,9
nand3_1,6,6
clkdlybuf4s50_1,0,46
[per-layer routing]
layer	share of wire [%]	up-vias	wire [um]	global-route usage [%]
met5	0	-	0	0
met4	1.5	0	48	0.882
met3	7.3	5	231	1.83
met2	46	24	1480	10.1
met1	45	532	1420	7.83
li1	-	639	-	-
[cell usage after synthesis, types with 2 or more instances]
| cell | count | share of area (%) |
|---|---|---|
| o22ai_1 | 5 | 2.3 |
| o21a_1 | 2 | 1.1 |
| nor3b_1 | 3 | 1.7 |
| mux2i_1 | 4 | 2.9 |
| a21oi_1 | 5 | 1.8 |
| xnor2_1 | 6 | 3.9 |
| inv_1 | 5 | 1.4 |
| dfxtp_1 | 24 | 35 |
| a22oi_1 | 3 | 1.7 |
| clkbuf_1 | 6 | 1.7 |
| nand3_1 | 6 | 2.2 |
| a21o_1 | 3 | 1.7 |
| nand2_1 | 19 | 5.2 |
| o21ai_0 | 13 | 4.8 |
| nor2_1 | 9 | 2.5 |
| nand2b_1 | 9 | 4.1 |
| xor2_1 | 6 | 3.9 |
| a21boi_0 | 2 | 1.1 |
| and3_1 | 2 | 0.92 |
| nor2b_1 | 9 | 4.1 |
| ha_1 | 3 | 2.8 |
[cells by family (layout without fill, tap and decap cells)]
kind of cell	count (synthesis)	after routing	synth area share [%]
multiplexers	5	5	4.04
AND-OR/OR-AND	38	38	18.7
buffers and inverters	12	56	3.39
flip-flops	24	24	35.2
XOR/XNOR	13	13	8.90
adder cells (fa/ha/maj)	3	3	2.75
AND/OR/NAND/NOR	65	65	27.0
[through the flow]
stage	setup slack [ps]	hold slack (ps)	cell area (um2)	cells
5_1_grt	453	448	1970	279
6_report	554	421	1970	279
2_1_floorplan	914	372	1360	160
3_3_place_gp	312	418	1900	275
3_5_place_dp	267	420	1900	275
4_1_cts	545	432	1970	279
[state kept, by name, summed over array words and instances (netlist names)]
register	cells
qee	4
qees	4
qe	4
q	4
qes	4
qs	4
[worst max-delay path: stages]
cell and delay [ps]:
clkdlybuf4s50_1 570, nand2b_4 170, inv_1 70, ha_1 240, xnor2_2 180, nand4b_4 200, and3_2 270, nor2_4 150
mux2_4 300
[power breakdown]
group	switching [mW]	internal (mW)
Sequential	0.0236	0.310
Combinational	0.0271	0.0713
Clock	0.0910	0.167
[cell type report]
cell class | count | area (um2)
Inverter | 5 | 18.8
Clock inverter | 1 | 30.0
Sequential cell | 24 | 480
Timing Repair Buffer | 47 | 468
Multi-Input combinational cell | 124 | 837
Tap cell | 75 | 93.8
Clock buffer | 3 | 41.3
Fill cell | 598 | 4020
